[/design/flow/run.sh]
#!/bin/bash
# OpenROAD 26Q1-2900-gdf79404cd8, Yosys 0.63+post, stock flow scripts
make -C /OpenROAD-flow-scripts/flow DESIGN_CONFIG=/design/flow/config.mk WORK_HOME=/design/flow/orfs finish
[/design/flow/config.mk]
export PLATFORM = sky130hd
export DESIGN_NAME = fetch
export DESIGN_NICKNAME = fetch
export VERILOG_FILES = /design/flow/design.v
export SDC_FILE = /design/flow/constraint.sdc
export NUM_CORES = 4
export LEC_CHECK = 1
export CORE_UTILIZATION = 50
export SYNTH_MEMORY_MAX_BITS = 65536
[/design/flow/constraint.sdc]
current_design fetch

set clk_period 13.3
set clk_io_pct 0.2

create_clock -name clk0 -period $clk_period

set non_clock_inputs [all_inputs -no_clocks]
set_input_delay [expr $clk_period * $clk_io_pct] -clock clk0 $non_clock_inputs
set_output_delay [expr $clk_period * $clk_io_pct] -clock clk0 [all_outputs]
[/design/flow/design.v]
module fetch (
    input wire [63:0]  PC_i,      
    output wire [3:0]  icode_o,   
    output wire [3:0]  ifunc_o,   
    output wire [3:0]  rA_o,      
    output wire [3:0]  rB_o,      
    output wire [63:0] valC_o,    
    output wire [63:0] valP_o,    
    output wire        instr_valid_o,    
    output wire        imem_error_o      
);
    reg [7:0] instr_mem[0:1023];     
    wire[79:0]  instr;               
    wire        need_regids;         
    wire        need_valC;           
    assign imem_error_o = (PC_i > 1023);
    assign instr = {
        instr_mem[PC_i + 9], instr_mem[PC_i + 8], instr_mem[PC_i + 7],
        instr_mem[PC_i + 6], instr_mem[PC_i + 5], instr_mem[PC_i + 4],
        instr_mem[PC_i + 3], instr_mem[PC_i + 2], instr_mem[PC_i + 1],
        instr_mem[PC_i + 0]
    };
    initial 
    begin
        instr_mem[0]=8'b00110000;  
        instr_mem[1]=8'b00000000;  
        instr_mem[2]=8'b00000000;           
        instr_mem[3]=8'b00000000;           
        instr_mem[4]=8'b00000000;           
        instr_mem[5]=8'b00000000;           
        instr_mem[6]=8'b00000000;           
        instr_mem[7]=8'b00000000;           
        instr_mem[8]=8'b00000000;          
        instr_mem[9]=8'b00000000;  
        instr_mem[10]=8'b00110000;  
        instr_mem[11]=8'b00000010;  
        instr_mem[12]=8'b00010000;           
        instr_mem[13]=8'b00000000;           
        instr_mem[14]=8'b00000000;           
        instr_mem[15]=8'b00000000;           
        instr_mem[16]=8'b00000000;           
        instr_mem[17]=8'b00000000;           
        instr_mem[18]=8'b00000000;          
        instr_mem[19]=8'b00000000;  
        instr_mem[20]=8'h30;  
        instr_mem[21]=8'hf3;  
        instr_mem[22]=8'h0c;            
        instr_mem[23]=8'h00;           
        instr_mem[24]=8'h00;           
        instr_mem[25]=8'h00;           
        instr_mem[26]=8'h00;           
        instr_mem[27]=8'h00;           
        instr_mem[28]=8'h00;          
        instr_mem[29]=8'h00;  
        instr_mem[30]=8'h70;  
        instr_mem[31]=8'h27;  
        instr_mem[32]=8'h00;  
        instr_mem[33]=8'h00;  
        instr_mem[34]=8'h00;  
        instr_mem[35]=8'h00;  
        instr_mem[36]=8'h00;  
        instr_mem[37]=8'h00;  
        instr_mem[38]=8'h00;  
        instr_mem[39]=8'h60;  
        instr_mem[40]=8'h03;  
        instr_mem[41]=8'h73;  
        instr_mem[42]=8'h7a;  
        instr_mem[43]=8'h00;  
        instr_mem[44]=8'h00;  
        instr_mem[45]=8'h00;  
        instr_mem[46]=8'h00;  
        instr_mem[47]=8'h00;  
        instr_mem[48]=8'h00;  
        instr_mem[49]=8'h00;  
        instr_mem[50]=8'h60;  
        instr_mem[51]=8'h02;  
        instr_mem[52]=8'h73;  
        instr_mem[53]=8'h7d;  
        instr_mem[54]=8'h00;  
        instr_mem[55]=8'h00;  
        instr_mem[56]=8'h00;  
        instr_mem[57]=8'h00;  
        instr_mem[58]=8'h00;  
        instr_mem[59]=8'h00;  
        instr_mem[60]=8'h00;  
        instr_mem[61]=8'h70;  
        instr_mem[62]=8'h46;  
        instr_mem[63]=8'b00000000;  
        instr_mem[64]=8'b00000000;  
        instr_mem[65]=8'b00000000;  
        instr_mem[66]=8'b00000000;  
        instr_mem[67]=8'b00000000;  
        instr_mem[68]=8'b00000000;  
        instr_mem[69]=8'h00;  
        instr_mem[70]=8'b00100000;  
        instr_mem[71]=8'b00100110;  
        instr_mem[72]=8'b00100000;  
        instr_mem[73]=8'b00110111;  
        instr_mem[74]=8'b01100001;  
        instr_mem[75]=8'b00110110;  
        instr_mem[76]=8'b01110001;  
        instr_mem[77]=8'h60;  
        instr_mem[78]=8'b00000000;  
        instr_mem[79]=8'b00000000;  
        instr_mem[80]=8'b00000000;  
        instr_mem[81]=8'b00000000;  
        instr_mem[82]=8'b00000000;  
        instr_mem[83]=8'b00000000;  
        instr_mem[84]=8'h00;  
        instr_mem[85]=8'b01100001;  
        instr_mem[86]=8'b00100111;  
        instr_mem[87]=8'b01110001;  
        instr_mem[88]=8'h6d;  
        instr_mem[89]=8'b00000000;  
        instr_mem[90]=8'b00000000;  
        instr_mem[91]=8'b00000000;  
        instr_mem[92]=8'b00000000;  
        instr_mem[93]=8'b00000000;  
        instr_mem[94]=8'b00000000;  
        instr_mem[95]=8'h00; 
        instr_mem[96]=8'b00100000;  
        instr_mem[97]=8'b00110010;  
        instr_mem[98]=8'b00100000;  
        instr_mem[99]=8'b01100011;  
        instr_mem[100]=8'b01110000;  
        instr_mem[101]=8'h27;  
        instr_mem[102]=8'b00000000;  
        instr_mem[103]=8'b00000000;  
        instr_mem[104]=8'b00000000;  
        instr_mem[105]=8'b00000000;  
        instr_mem[106]=8'b00000000;  
        instr_mem[107]=8'b00000000;  
        instr_mem[108]=8'h00;  
        instr_mem[109]=8'b00100000;  
        instr_mem[110]=8'b00110010;  
        instr_mem[111]=8'b00100000;  
        instr_mem[112]=8'b01110011;  
        instr_mem[113]=8'b01110000;  
        instr_mem[114]=8'h27;  
        instr_mem[115]=8'b00000000;  
        instr_mem[116]=8'b00000000;  
        instr_mem[117]=8'b00000000;  
        instr_mem[118]=8'b00000000;  
        instr_mem[119]=8'b00000000;  
        instr_mem[120]=8'b00000000;  
        instr_mem[121]=8'b00000000;  
        instr_mem[122]=8'b00100000;  
        instr_mem[123]=8'b00100001;  
        instr_mem[124]=8'b00000000;
        instr_mem[125]=8'b00100000;  
        instr_mem[126]=8'b00110001;  
        instr_mem[127]=8'b00000000;
    end
    assign icode_o = instr[7:4];
    assign ifunc_o = instr[3:0];
    assign instr_valid_o = (icode_o < 4'hC);
    assign need_regids = (icode_o == 4'H2)  || (icode_o == 4'H3) || 
                         (icode_o == 4'H4) || (icode_o == 4'H5) ||
                         (icode_o == 4'H6)    || (icode_o == 4'HA)  ||
                         (icode_o == 4'HB); 
    assign need_valC = (icode_o == 4'H3) || (icode_o == 4'H4) ||
                       (icode_o == 4'H4) || (icode_o == 4'H7)    ||
                       (icode_o == 4'H8);
    assign rA_o = need_regids  ?  instr[15:12] : 4'HF;
    assign rB_o = need_regids  ?  instr[11: 8] : 4'HF;
    assign valC_o = need_regids  ?  instr[79:16] : instr[71:8];
    assign valP_o = PC_i + 1 + 8 * need_valC + need_regids;
endmodule
==> impl_metrics.tcl <==
# metrics dict for downstream scripts
set metrics [dict create \
    worst_slew_pin_tran_ns 0.973 \
    hold_path_startpoint "PC_i[5]" \
    antenna_found_initial 1 \
    max_cap_viols 0 \
    cpMaxStageDelayCell "nor4_1" \
    dp_hpwl_microns 37900 \
    drive_above_1_share_pct 7.83 \
    avgViaCountPerCell 6.73 \
    wl_microns 52000 \
    worstSetupPathType "input pin to output pin" \
    holdWs_ns 6.38 \
    netlist.area_leader.share_pct 8.44 \
    areaGrowthSynthToFinish_pct 19.5 \
    largest_net_degree_at_the_start_of_global_routing 55 \
    via_count_of_the_first_global_routing_pass 13600 \
    ys.warnings.count 1 \
    fin_crit_ns 12.67 \
    start_kind "input pin" \
    setup_tns_ns 0 \
    grt_first_pass_wirelength_microns 78500 \
    cts_setup_buffers 0 \
    timing.critical_path.cells "clkbuf_2 -> inv_1 -> ha_1 -> nor2b_1 -> mux4_2 -> mux4_2 -> a21oi_1 -> mux2i_4 -> inv_1 -> buf_4 -> ha_1 -> and3b_1 -> a21oi_1 -> nor4_2 -> o211ai_1 -> nor4_1 -> nor2b_1 -> nand4_1 -> nor3_2 -> nand4_1 -> xnor2_1 -> clkdlybuf4s50_1" \
    critical_path.n_buffers_inverters 5 \
    timing.final.max_slew_violations 0 \
    placement.io_buffers 210 \
    grt.total_usage_pct 41.3 \
    sw_ratio_pct 56.7 \
    sequential_cell_total 0 \
    critical_path.startpoint "PC_i[1]" \
    critical_path_peak_fanout 22 \
    placed_cell_area_sq_um 14300 \
    total_leakage_power_uw 0.00474 \
    regArea_sq_um 0 \
    num-clock-buffers 0 \
    peak_supply_drop_mv 0.0316 \
    route.detailed.wl_per_inst_microns 21.6 \
    dieWidth_microns 157 \
    vias 16200 \
    stdcell_area_sq_um 14300 \
    synth_seq_share_pct 0 \
    residual_drc 0 \
    stage_log_warnings 63 \
    antenna_violating_nets_post_route 0 \
    hold-path-endpoint "ifunc_o[3]" \
    post_synthesis_instance_area_sq_um 11900 \
    status "finished clean" \
    net-switching-power_uw 405 \
    post_synth_most_frequent_cells "243 x nand2_1, 223 x nor2_1, 192 x a21oi_1" \
    die_h_microns 157 \
    power_per_cell_area_nw_per_um2 50.0 \
    detailedRoute.firstPassIterationCount 7 \
    netlist_instances 1992 \
    crit_path_end_kind "output pin" \
    fp-row-count 56 \
    cp.required_ns 10.64 \
    max_slew_margin_pct 34.6 \
    netlist.top_cell.by_instances "nand2_1" \
    rsz0062_at_grt "false" \
    floorplanUtilization_pct 50.9 \
    cp_data_arrival_time_ns 10.01 \
    fmax_mhz 78.9 \
    finalWeightedCongestion 1.06 \
    intPower_uw 309 \
    hold-path-cell-count 4 \
    area_of_the_core_sq_um 23500 \
    floorplan.io_pins 210 \
    cp_top_family "simple AND/OR/NAND/NOR gates" \
    yosys.cell_types.count 88 \
    min_path_type "input pin to output pin" \
    report.final.hold_viol_count 0 \
    ys_chip_area_sq_um 11900 \
    layout_worst_path_cycle_share_pct 95.2 \
    synth.largest_area_cell "xnor2_1" \
    syn_area_per_cell_sq_um 5.99 \
    setup_viol_count_final 0 \
    yosys-stat-cells 1992 \
    timing.critical_path.slowest_cell_delay_ns 0.64 \
    drt_first_iter_violations 2172 \
    global_route.overflow_total 0 \
    chip_area_sq_um 24500 \
    topCellsByArea "xnor2_1 8.4%, a21oi_1 8.0%, nand2_1 7.6%" \
]
worst max-delay path by stage:
stage | to | depth (start not counted)
CTS | valP_o[58] | 22
global route | valP_o[58] | 22
finish | valP_o[58] | 22
power groups by stage:
stage / Sequential [uW] / Clock [uW] / Combinational, uW
global route: 0 / 0 / 765
CTS: 0 / 0 / 695
metal layers:
| metal | track usage (%) | share of wire (%) |
|---|---|---|
| met1 | 59.7 | 41 |
| met2 | 59.4 | 42 |
| met3 | 9.53 | 13 |
| met4 | 14.8 | 4.1 |
| met5 | 0 | 0 |
metrics by stage:
stage | setup WS (ns) | instances | utilization, % | power (uW)
5_1_grt | 0.237 | 2402 | 60.8 | 765
3_5_place_dp | 0.0529 | 2402 | 60.8 | 692
4_1_cts | 0.0401 | 2402 | 60.8 | 695
6_report | 0.632 | 2403 | 60.8 | 714
2_1_floorplan | 1.48 | 1992 | - | 405
3_3_place_gp | 0.398 | 2402 | 60.8 | 692
layout make-up:
class | count | area, sq um
multi-input combinational | 1774 | 11100
fill | 2274 | 9200
timing repair buffer | 287 | 2650
tap | 319 | 399
inverter | 22 | 82.6
antenna | 1 | 2.50
repair_timing:
item / CTS / global route
endpoints found under the hold margin: 0 / 0
hold buffers: 0 / 0
endpoints found under the setup margin: 0 / 15
resized: 0 / 2
cells by family (layout without fill, tap and decap cells):
group	count (synthesis)	count (layout)	share of synthesized area, %
compound gates	638	638	33.3
mux	70	70	7.42
other cells	0	1	0
simple gates	846	846	34.9
buf+inv	218	309	7.01
fa+ha+maj	40	40	4.17
xor+xnor	180	180	13.3
placed cells by master (no fill, tap or decap), types with 17 or more instances in the layout:
cell / n
and3_1: 19
a22oi_1: 17
mux2_2: 18
nor2_1: 223
nor3_1: 69
nand4_1: 34
o22ai_1: 22
o21ai_0: 168
nand2b_1: 21
xnor2_1: 112
a21oi_1: 192
a211oi_1: 27
nor2b_1: 23
xor2_1: 64
nand3_1: 83
inv_1: 20
nor4_1: 33
buf_4: 77
o211ai_1: 25
ha_1: 39
clkdlybuf4s50_1: 204
mux2i_1: 38
a31oi_1: 43
a221oi_1: 17
nand2_1: 243
Power figures rest on the tool's default switching activity, not on a simulated workload.
