===== flow/run.sh =====
#!/bin/bash
# OpenROAD 26Q1-2900-gdf79404cd8, Yosys 0.63+post, stock flow scripts
make -C /OpenROAD-flow-scripts/flow DESIGN_CONFIG=/design/flow/config.mk WORK_HOME=/design/flow/orfs finish

===== flow/config.mk =====
export PLATFORM = sky130hd
export DESIGN_NAME = fetch_pipe
export DESIGN_NICKNAME = fetch_pipe
export VERILOG_FILES = /design/flow/design.v
export SDC_FILE = /design/flow/constraint.sdc
export NUM_CORES = 4
export LEC_CHECK = 1
export CORE_AREA = 10 10 114 114
export DIE_AREA = 0 0 124 124
export SYNTH_MEMORY_MAX_BITS = 65536

===== flow/constraint.sdc =====
current_design fetch_pipe

set clk_period 1.0
set clk_io_pct 0.2

create_clock -name clk0 -period $clk_period

set non_clock_inputs [all_inputs -no_clocks]
set_input_delay [expr $clk_period * $clk_io_pct] -clock clk0 $non_clock_inputs
set_output_delay [expr $clk_period * $clk_io_pct] -clock clk0 [all_outputs]

===== flow/design.v =====
module instruction_memory(
    input  wire  [63:0]  raddr_i,
    output wire  [79:0]  instr_o,
    output wire          imem_error_o
);
reg [7:0]  instr_mem[0:1023];
assign imem_error_o = (raddr_i > 1023);
assign instr_o = {
    instr_mem[raddr_i + 9], instr_mem[raddr_i + 8], instr_mem[raddr_i + 7],
    instr_mem[raddr_i + 6], instr_mem[raddr_i + 5], instr_mem[raddr_i + 4],
    instr_mem[raddr_i + 3], instr_mem[raddr_i + 2], instr_mem[raddr_i + 1],
    instr_mem[raddr_i + 0]
};
initial begin
        instr_mem[0]=8'b00110000;  
        instr_mem[1]=8'b00000000;  
        instr_mem[2]=8'b00000000;           
        instr_mem[3]=8'b00000000;           
        instr_mem[4]=8'b00000000;           
        instr_mem[5]=8'b00000000;           
        instr_mem[6]=8'b00000000;           
        instr_mem[7]=8'b00000000;           
        instr_mem[8]=8'b00000000;          
        instr_mem[9]=8'b00000000;  
end
endmodule
module fetch_pipe(
    input wire   [63:0]  PC_i,
    output wire  [ 3:0]  icode_o,
    output wire  [ 3:0]  ifunc_o,
    output wire  [ 3:0]  rA_o,
    output wire  [ 3:0]  rB_o,
    output wire  [63:0]  valC_o,
    output wire  [63:0]  valP_o,
    output wire  [63:0]  predPC_o,
    output wire  [ 2:0]  stat_o
);
wire [79:0]  instr;          
wire         imem_error;     
wire         instr_valid;    
instruction_memory instr_mem(
    .raddr_i(PC_i),
    .instr_o(instr),
    .imem_error_o(imem_error)
);
assign icode_o = instr[7:4];
assign ifunc_o = instr[3:0];
assign  need_regids  =  (icode_o == 4'H2)  || (icode_o == 4'H3) || 
                        (icode_o == 4'H4) || (icode_o == 4'H5) || 
                        (icode_o == 4'H6)    || (icode_o == 4'H2)  ||
                        (icode_o == 4'HA)  || (icode_o == 4'HB);
assign  need_valC    =  (icode_o == 4'H3) || (icode_o == 4'H4) || 
                        (icode_o == 4'H5) || (icode_o == 4'H7)    ||
                        (icode_o == 4'H8);
assign rA_o = need_regids ? instr[15:12] : 4'HF;
assign rB_o = need_regids ? instr[11: 8] : 4'HF;
assign valC_o = need_valC ? instr[79:16] : instr[71:8];
assign valP_o = 1 + need_regids + 8 * need_valC;
assign predPC_o = (icode_o == 4'H7 || icode_o == 4'H8) ? valC_o : valP_o ;
endmodule

==> commit_impl_results.txt <==
Add synthesis and place-and-route results

- Startpoint type of the worst setup path: input pin
- Total Wirelength: roughly 4.3 mm
- Run status: finished with violations
- The report lists the cells along the critical path as buf_6, buf_6, buf_6, ha_4, nor2_4, xor2_1, and4_1, buf_2.
- Routability-driven placement congestion ratio: 0.743
- The region available for standard cell placement spans around 0.010 mm².
* Slowest cell on the critical path: sky130_fd_sc_hd__and4_1
- The leakage component of the power was reported as between 1 and 1.5 nW.
* Kind of end point of the critical path: primary output
- The tightest min-delay check is of the in -> out type.
- Setup repair after global routing could not meet its margin everywhere.
* Post-layout min period: around 1.5 ns
* Vias post-DR: between 1000 and 1500
- Height of the chip: approximately 120 µm
- Placed wire-length estimate after detailed placement: roughly 3.7 mm
- Tracing the worst setup path back leads to its startpoint at PC_i[1].
* Synth cell types: 22
- In this run the power density over the cells is around 220 mW/mm².
- Before placement the cells fill between 10% and 20% of the core.
- MaxCap Viol Count: 0
* Minimum setup slack in the final design: -0.451 ns
- In this run the number of cells on the critical path is 8.
* DRT iter0 DRCs: 11
- During placement, the flow inserted port buffers numbering 36.
- Crit-path leading delay family: buffers and inverters
* Largest net degree at the start of global routing: 7
- Gr usage total: approximately 4.3%
- Antenna Nets Post-Route: 0
* Final tally of hold violations: 0
* Worst vdd ir: approximately 100 µV
- In the final layout, the clock buffer count is 0.
- The report shows a maximum critical-path fanout of 3.
- According to the cell report, flip-flops and latches in the layout number 0.
- TritonRoute output was used to compute an average wire per cell of slightly above 10 µm.
- Final Total Pwr: about 0.00044 W
- The first global-routing pass estimated between 5 and 6 mm of wire.
* Final standard cell utilization of the core: 18.9%
- The first detailed-routing pass ran for 2 iterations.
- DRC Markers: 0
* Post-layout period usage of the worst path: 145%
- The flow measured a signed area growth from synthesis to layout of 8.32%.
* Total tool warning count: between 100 and 150
- Per the final layout report, the fraction of cells sized above drive strength 1 comes to between 30% and 40%.
- Count of filler cells inserted in the layout: around 1100
- The number of buffers and inverters on the critical path is 4.
* Diodes inserted: 0
- Critical path arrival: 1.25 ns
- For this run, the register share of the synthesized area comes to 0%.
- Crit Path Category: in -> out
- Averaged over all synthesized cells, the footprint is around 7.6 µm².
* Area occupied by registers: 0 µm²
* Cell mode on critical path: sky130_fd_sc_hd__buf_6
- The overall die size recorded for this design is roughly 0.015 mm².
- STA puts the critical path data required time at approximately 0.80 ns.
* Failing checks: setup timing
* Cell total in the yosys stat output: 241
- Summed over all layers, the global routing overflow is 0.
- Via count of the first global-routing pass: approximately 1200
- The number of antenna violations at the first check in global routing is 0.
* Cell area after technology mapping: between 0.0015 and 0.002 mm²
- After floorplanning, the core was divided into 37 placement rows.
* Max-slew violation count: 0
- End point of the critical path: valC_o[21]
- Fmax: 689 MHz
- Using the TritonRoute via totals, the vias-per-cell ratio works out to between 2 and 2.5.
- Chip Width: between 100 and 150 µm
* Count of pins on the block boundary: about 280
- Setup violations, final: 32
* Tally of yosys warning messages: 6
* CP max stage delay: ~0.23 ns
* Worst hold path stage count: 4
* Synthesized chip area reported by yosys: ~0.0018 mm²
* Number of instances in the synthesized netlist: approximately 240
-- worst min path at each step --
stage                        end    start  slack (ns)
final                 valC_o[28]  PC_i[2]        0.81
after global routing  valC_o[28]  PC_i[2]        0.83
after CTS             valC_o[61]  PC_i[2]        0.87
-- layout make-up --
cell class | count | area (µm²) | share of cell area (%)
inverter | 3 | 38.8 | 1.97
multi-input combinational | 213 | 1150 | 58.4
tap | 136 | 170 | 8.63
timing repair buffer | 66 | 612 | 31.0
-- tightest hold or removal path: stages --
cell and delay [ns]:
sky130_fd_sc_hd__buf_12 0.12, sky130_fd_sc_hd__nand2_1 0.09, sky130_fd_sc_hd__a211oi_2 0.09, sky130_fd_sc_hd__buf_2 0.10
-- what timing repair did --
item,4_1_cts,5_1_grt
hold buffers,0,0
setup endpoints to repair,32,32
pin swaps,17,10
setup buffers,18,2
gates resized,153,13
-- metrics by stage --
stage               setup TNS (ns)  cells  hold slack (ns)  area [µm²]  setup WS, ns
CTS                         -12.26    420            0.875        1960        -0.491
global placement            -36.15    403             1.56        1770         -1.21
global route                -12.60    418            0.828        1970        -0.516
floorplan                    -1.50    419            0.415        2640        -0.131
finish                      -10.95    418            0.807        1970        -0.451
detailed placement          -36.05    403             1.56        1770         -1.20
-- synth_stat cells (all sizes together) --
master | instances | area share [%]
a211oi | 1 | 0.41
and4 | 2 | 0.96
xnor2 | 3 | 1.4
inv | 3 | 0.62
nor4b | 1 | 0.48
nor3b | 2 | 0.82
nand2b | 4 | 1.4
nor4 | 1 | 0.69
a211o | 1 | 0.48
conb | 1 | 0.21
xor2 | 1 | 0.48
a21boi | 2 | 1.0
ha | 7 | 4.8
nand2 | 4 | 0.82
nor2 | 2 | 0.41
buf | 203 | 84
and2 | 1 | 0.34
nand3 | 1 | 0.27
o21a | 1 | 0.41
-- power breakdown --
group          internal [W]  switching, W
Combinational      0.000238      0.000201
Sequential                0             0
Clock                     0             0
Total              0.000238      0.000201
-- layout by cell type (no fill, tap or decap) --
| cell type | netlist | routed |
|---|---|---|
| sky130_fd_sc_hd__xor2_1 | 1 | 1 |
| sky130_fd_sc_hd__conb_1 | 1 | 179 |
| sky130_fd_sc_hd__a211o_1 | 1 | 1 |
| sky130_fd_sc_hd__and2_4 | 0 | 1 |
| sky130_fd_sc_hd__buf_2 | 0 | 18 |
| sky130_fd_sc_hd__buf_8 | 0 | 1 |
| sky130_fd_sc_hd__inv_4 | 0 | 1 |
| sky130_fd_sc_hd__inv_12 | 0 | 2 |
| sky130_fd_sc_hd__nand2_2 | 0 | 1 |
| sky130_fd_sc_hd__a211oi_2 | 0 | 1 |
| sky130_fd_sc_hd__nor3b_2 | 0 | 1 |
| sky130_fd_sc_hd__buf_6 | 1 | 31 |
| sky130_fd_sc_hd__nand2b_4 | 0 | 4 |
| sky130_fd_sc_hd__nor3b_4 | 0 | 1 |
| sky130_fd_sc_hd__xnor2_2 | 0 | 3 |
| sky130_fd_sc_hd__and4_1 | 2 | 2 |
| sky130_fd_sc_hd__o21a_1 | 1 | 1 |
| sky130_fd_sc_hd__buf_12 | 0 | 3 |
| sky130_fd_sc_hd__nor4_4 | 0 | 1 |
| sky130_fd_sc_hd__nor2_4 | 0 | 1 |
| sky130_fd_sc_hd__buf_4 | 202 | 13 |
| sky130_fd_sc_hd__nand2_1 | 4 | 3 |
| sky130_fd_sc_hd__nor2_1 | 2 | 1 |
| sky130_fd_sc_hd__nand3_1 | 1 | 1 |
| sky130_fd_sc_hd__nor4b_4 | 0 | 1 |
| sky130_fd_sc_hd__a21boi_2 | 1 | 2 |
| sky130_fd_sc_hd__ha_4 | 0 | 7 |
-- logic make-up after synthesis --
kind of cell	Yosys count	share of synthesized area, %
AND/OR/NAND/NOR	18	6.19
AND-OR/OR-AND	5	2.34
buffers and inverters	206	84.5
other	1	0.206
XOR/XNOR	4	1.92
adder cells (fa/ha/maj)	7	4.81
-- metal layers --
layer / wire length (µm) / GRT usage, % / up-vias / part of all wire (%)
li1: - / - / 439 / -
met1: 1500 / 4.50 / 441 / 35
met2: 2010 / 7.95 / 128 / 47
met3: 786 / 2.25 / 0 / 18
met4: 0 / 0 / 0 / 0
met5: 0 / 0 / - / 0
Power figures rest on the tool's default switching activity, not on a simulated workload.
